**flow/run.sh**
```bash
#!/bin/bash
# OpenROAD 26Q1-2900-gdf79404cd8, Yosys 0.63+post, stock flow scripts
make -C /OpenROAD-flow-scripts/flow DESIGN_CONFIG=/design/flow/config.mk WORK_HOME=/design/flow/orfs finish
```
**flow/config.mk**
```make
export PLATFORM = sky130hd
export DESIGN_NAME = reverse
export DESIGN_NICKNAME = reverse
export VERILOG_FILES = /design/flow/design.v
export SDC_FILE = /design/flow/constraint.sdc
export NUM_CORES = 4
export LEC_CHECK = 1
export CORE_UTILIZATION = 50
```
**flow/constraint.sdc**
```tcl
current_design reverse

set clk_period 8.8
set clk_io_pct 0.2

create_clock -name clk0 -period $clk_period [get_ports {clk}]

set non_clock_inputs [all_inputs -no_clocks]
set_input_delay [expr $clk_period * $clk_io_pct] -clock clk0 $non_clock_inputs
set_output_delay [expr $clk_period * $clk_io_pct] -clock clk0 [all_outputs]
```
**flow/design.v**
```verilog
module reverse (
    input wire clk,            
    input wire rst_n,          
    input wire uart_rx,        
    output wire uart_tx        
);
    localparam CLK_FREQ = 27000000;
    localparam BAUD_RATE = 115200;
    localparam BAUD_DIV = CLK_FREQ / BAUD_RATE;   
    localparam IDLE = 0;
    localparam RECEIVING = 1;
    localparam TRANSMITTING = 2;
    reg [1:0] state;
    reg [7:0] buffer [0:31];   
    reg [4:0] rx_count;        
    reg [4:0] tx_count;        
    wire rx_ready;
    wire [7:0] rx_data;
    reg rx_clear;
    reg tx_start;
    reg [7:0] tx_data;
    wire tx_busy;
    uart_rx #(
        .CLK_FREQ(CLK_FREQ),
        .BAUD_RATE(BAUD_RATE)
    ) rx_inst (
        .clk(clk),
        .rst_n(rst_n),
        .rx(uart_rx),
        .rx_ready(rx_ready),
        .rx_data(rx_data),
        .rx_clear(rx_clear)
    );
    uart_tx #(
        .CLK_FREQ(CLK_FREQ),
        .BAUD_RATE(BAUD_RATE)
    ) tx_inst (
        .clk(clk),
        .rst_n(rst_n),
        .tx(uart_tx),
        .tx_start(tx_start),
        .tx_data(tx_data),
        .tx_busy(tx_busy)
    );
    always @(posedge clk or negedge rst_n) begin
        if (!rst_n) begin
            state <= IDLE;
            rx_count <= 0;
            tx_count <= 0;
            rx_clear <= 0;
            tx_start <= 0;
        end else begin
            rx_clear <= 0;
            tx_start <= 0;
            case (state)
                IDLE: begin
                    rx_count <= 0;
                    tx_count <= 0;
                    if (rx_ready) begin
                        buffer[0] <= rx_data;
                        rx_count <= 1;
                        rx_clear <= 1;
                        state <= RECEIVING;
                    end
                end
                RECEIVING: begin
                    if (rx_ready) begin
                        buffer[rx_count] <= rx_data;
                        rx_clear <= 1;
                        if (rx_count == 31) begin
                            state <= TRANSMITTING;
                            tx_count <= 0;
                        end else begin
                            rx_count <= rx_count + 1;
                        end
                    end
                end
                TRANSMITTING: begin
                    if (!tx_busy && tx_count < 32) begin
                        tx_data <= buffer[31 - tx_count];
                        tx_start <= 1;
                        tx_count <= tx_count + 1;
                    end else if (tx_count == 32 && !tx_busy) begin
                        state <= IDLE;
                    end
                end
                default: state <= IDLE;
            endcase
        end
    end
endmodule
module uart_rx #(
    parameter CLK_FREQ = 27000000,
    parameter BAUD_RATE = 115200
)(
    input wire clk,
    input wire rst_n,
    input wire rx,
    output reg rx_ready,
    output reg [7:0] rx_data,
    input wire rx_clear
);
    localparam BAUD_DIV = CLK_FREQ / BAUD_RATE;
    localparam HALF_BAUD = BAUD_DIV / 2;
    reg [1:0] rx_sync;
    reg [15:0] baud_counter;
    reg [3:0] bit_counter;
    reg [7:0] shift_reg;
    reg receiving;
    always @(posedge clk or negedge rst_n) begin
        if (!rst_n) begin
            rx_sync <= 2'b11;
            baud_counter <= 0;
            bit_counter <= 0;
            shift_reg <= 0;
            receiving <= 0;
            rx_ready <= 0;
            rx_data <= 0;
        end else begin
            rx_sync <= {rx_sync[0], rx};
            if (rx_clear) begin
                rx_ready <= 0;
            end
            if (!receiving) begin
                if (rx_sync[1] == 0) begin   
                    receiving <= 1;
                    baud_counter <= HALF_BAUD;
                    bit_counter <= 0;
                end
            end else begin
                if (baud_counter == 0) begin
                    baud_counter <= BAUD_DIV - 1;
                    if (bit_counter < 8) begin
                        shift_reg <= {rx_sync[1], shift_reg[7:1]};
                        bit_counter <= bit_counter + 1;
                    end else begin
                        receiving <= 0;
                        rx_data <= shift_reg;
                        rx_ready <= 1;
                    end
                end else begin
                    baud_counter <= baud_counter - 1;
                end
            end
        end
    end
endmodule
module uart_tx #(
    parameter CLK_FREQ = 27000000,
    parameter BAUD_RATE = 115200
)(
    input wire clk,
    input wire rst_n,
    output reg tx,
    input wire tx_start,
    input wire [7:0] tx_data,
    output reg tx_busy
);
    localparam BAUD_DIV = CLK_FREQ / BAUD_RATE;
    reg [15:0] baud_counter;
    reg [3:0] bit_counter;
    reg [7:0] shift_reg;
    always @(posedge clk or negedge rst_n) begin
        if (!rst_n) begin
            tx <= 1;
            tx_busy <= 0;
            baud_counter <= 0;
            bit_counter <= 0;
            shift_reg <= 0;
        end else begin
            if (!tx_busy) begin
                tx <= 1;   
                if (tx_start) begin
                    shift_reg <= tx_data;
                    tx_busy <= 1;
                    baud_counter <= BAUD_DIV - 1;
                    bit_counter <= 0;
                    tx <= 0;   
                end
            end else begin
                if (baud_counter == 0) begin
                    baud_counter <= BAUD_DIV - 1;
                    if (bit_counter < 8) begin
                        tx <= shift_reg[0];
                        shift_reg <= {1'b0, shift_reg[7:1]};
                        bit_counter <= bit_counter + 1;
                    end else if (bit_counter == 8) begin
                        tx <= 1;   
                        bit_counter <= bit_counter + 1;
                    end else begin
                        tx_busy <= 0;
                    end
                end else begin
                    baud_counter <= baud_counter - 1;
                end
            end
        end
    end
endmodule
```
==> flow_metrics.env <==
# implementation run metrics
export IMPL_leakage_uw=0.00637
export IMPL_crit_type="register to register"
export IMPL_htreeDepth=2
export IMPL_fp_dieH_um=173
export IMPL_wl_um=42600
export IMPL_final_min_clock_period_ns=3.53
export IMPL_vias=9379
export IMPL_grt_pass1_wl_um=63500
export IMPL_drtIter0Drc=877
export IMPL_floorplan_core_util_pct=50.8
export IMPL_ir_worst_vdd_mv=0.180
export IMPL_drive_gt1_share_pct=13.1
export IMPL_largest_reg_flops=256
export IMPL_skew_ns=0.0175
export IMPL_power_uw=3210
export IMPL_clkTransAtPathRegs_ns=0.06
export IMPL_layout_top_cell="edfxtp_1"
export IMPL_place_hpwl_um=28300
export IMPL_pwr_density_cell_nw_per_um2=198
export IMPL_numCtsBuffers=36
export IMPL_min_period_over_period_pct=40.1
export IMPL_grt_max_degree=58
export IMPL_status="finished clean"
export IMPL_synth_cells=1068
export IMPL_yosysSeqAreaShare_pct=69.0
export IMPL_power_switching_share_pct=19.3
export IMPL_edf_count=264
export IMPL_clock_fmax_mhz=283
export IMPL_fin_tns_setup_ns=0
export IMPL_grt_antenna_before_repair=1
export IMPL_first_pass_iters=5
export IMPL_met2_length_um=18200
export IMPL_layout_cells_most_common_list="edfxtp_1 (264), nand2_1 (78), dfrtp_1 (78), nor2_1 (75), o21ai_0 (52)"
export IMPL_cts_tree="built"
export IMPL_cts_resized=0
export IMPL_worstMarginPinSlew_ns=0.864
export IMPL_synth_flops=349
export IMPL_internal_power_uw=2600
export IMPL_top_layer="met5"
export IMPL_warning_count=33
export IMPL_grt_usage_pct=32.0
export IMPL_regMostFlops="buffer"
export IMPL_place_congestion=1.04
export IMPL_numPortBuffers=3
export IMPL_syn_avg_cell_area_um2=13.6
export IMPL_postRouteAntennaNets=0
export IMPL_final_setup_viol_count=0
export IMPL_holdCritPathClass="register to register"
export IMPL_wl_met3_um=5780
export IMPL_rsz0062_at_grt="false"
export IMPL_ctsHoldBuffers=0
export IMPL_switching_power_uw=619
export IMPL_fp_dieW_um=173
export IMPL_p_comb_share_pct=0.3
export IMPL_ys_cells=1068
export IMPL_drc=0
export IMPL_pwr_share_clk_pct=45.2
export IMPL_timing_hold_violations_final=0
export IMPL_clock_sinks=349
export IMPL_yosys_area_um2=14600
export IMPL_ios=4
export IMPL_cp_start_kind="register"
export IMPL_grt_pass1_vias=9590
export IMPL_via_per_inst=6.29
export IMPL_slew_limit_headroom_pct=42.4
export IMPL_setup_worst_path_end_class="register"
export IMPL_yosys_warnings=4
export IMPL_finalMaxSlewViolations=0
export IMPL_async_reset_ff_share_pct=24.4
export IMPL_crit_required_ns=9.06
export IMPL_area_growth_synth_to_final_pct=11.1
export IMPL_cts_max_path_buffers=3
export IMPL_cts_root_buf="clkbuf_16"
export IMPL_num_rows=62
export IMPL_m1WireLength_um=17000
export IMPL_yosys_most_used_dff="edfxtp_1"
export IMPL_largestRegisters="buffer: 256 flops, rx_inst.baud_counter: 16 flops, tx_inst.baud_counter: 16 flops"
export IMPL_worstSkewPairLatency_ns=0.52
export IMPL_core_area_um2=28700
export IMPL_synth_distinct_cells=76
export IMPL_final_area_um2=16200
export IMPL_max_cap_violations=0
export IMPL_wl_per_cell_um=28.6
export IMPL_post_cts_setup_buffers=0
export IMPL_dieArea_um2=29800
export IMPL_p_seq_share_pct=54.6
export IMPL_grt_overflow_total=0
export IMPL_place_area_um2=15100
export IMPL_synth_area_um2=14600
export IMPL_cp_data_arrival_time_ns=3.79
export IMPL_cp_max_fo=57
==> kinds of logic (layout without fill, tap and decap cells) <==
kind of cell               after synthesis  count (layout)  share of synthesized area [%]
DFF                                    349             349                           69.0
and+or+nand+nor                        314             314                           10.9
AOI/OAI and AO/OA                      253             253                           12.1
buffers and inverters                   72             111                           2.03
adders and majority gates               16              16                           1.37
muxes                                   58              58                           4.27
other                                    0               1                              0
xor gates and xnor gates                 6               6                          0.361
==> per-layer routing <==
metal,track usage (%),vias to the layer above
li1,-,4162
met1,50.0,4592
met2,42.3,519
met3,17.0,104
met4,9.99,2
met5,0.801,-
==> power groups by stage <==
stage	combinational [µW]	clock (µW)	sequential, µW
CTS	9.37	1480	1750
global route	10.7	1540	1750
finish	8.66	1450	1750
==> per-stage QoR <==
stage / hold slack, ns / std cells / setup WS (ns) / util, %
after CTS: 0.360 / 1491 / 5.30 / 56.4
after floorplan: 0.345 / 1068 / 5.82 / -
final: 0.359 / 1492 / 5.27 / 56.4
after detailed placement: 0.348 / 1428 / 4.79 / 52.5
after global placement: 0.353 / 1428 / 4.83 / 52.5
after global routing: 0.365 / 1491 / 5.04 / 56.4
==> worst paths after layout <==
check / end / slack, ns / cells after the start / start
max: tx_data[7] / 5.27 / 8 / tx_count[4]
min in group asynchronous: tx_inst.baud_counter[5] / 1.20 / 1 / rst_n
min: rx_inst.rx_sync[1] / 0.36 / 0 / rx_inst.rx_sync[0]
max in group asynchronous: rx_inst.shift_reg[3] / 6.57 / 2 / rst_n
max reg2reg: tx_data[7] / 5.27 / 8 / tx_count[4]
min reg2reg: rx_inst.rx_sync[1] / 0.36 / 0 / rx_inst.rx_sync[0]
==> Yosys cell counts, drive strengths merged (7+ instances only) <==
library cell  count  share of area [%]
nand2b           11               0.47
nor2             76                2.0
nand4             7               0.30
o21ai            52                1.8
and2             25                1.1
a22o             13               0.78
nand2            79                2.1
o22ai            15               0.73
edfxtp          264                 54
ha               16                1.4
nor4              9               0.43
nor3             20               0.69
inv              17               0.44
mux2             33                2.5
clkbuf           36               0.93
nand3            34                1.2
or4               7               0.41
a221oi            8               0.48
nor2b            16               0.69
dfrtp            81                 14
a32oi            17                1.0
a32o             12               0.82
a31oi            13               0.56
buf              17               0.62
mux2i            25                1.7
a22oi            31                1.6
a21oi            45                1.6
==> cell type report <==
class,count,area (µm²)
tap,384,480
inverter,19,71.3
multi-input combinational,647,4220
clock buffer,44,1000
timing repair buffer,29,223
fill,2274,12500
sequential,349,10100
antenna,1,2.50
clock inverter,19,133
==> critical path: stages (launching register included) <==
cell and delay, ns:
dfrtp_2 0.34, buf_4 0.56, clkinv_1 0.59, ha_1 0.51, a32oi_1 0.23, o211ai_1 0.12
a2111oi_0 0.40, o211ai_1 0.19, o32a_1 0.33
No activity file was given, so power comes from the tool's default toggle rates.
